### flow/run.sh
#!/bin/bash
# OpenROAD 26Q1-2900-gdf79404cd8, Yosys 0.63+post, stock flow scripts
make -C /OpenROAD-flow-scripts/flow DESIGN_CONFIG=/design/flow/config.mk WORK_HOME=/design/flow/orfs finish
### flow/config.mk
export PLATFORM = sky130hd
export DESIGN_NAME = digital_edge_detector
export DESIGN_NICKNAME = digital_edge_detector
export VERILOG_FILES = /design/flow/design.v
export SDC_FILE = /design/flow/constraint.sdc
export NUM_CORES = 4
export LEC_CHECK = 1
export CORE_UTILIZATION = 50
### flow/constraint.sdc
current_design digital_edge_detector

set clk_period 6.5
set clk_io_pct 0.2

create_clock -name clk0 -period $clk_period [get_ports {clk_usb}]
create_clock -name clk1 -period $clk_period [get_ports {sampleclk}]

set non_clock_inputs [all_inputs -no_clocks]
set_input_delay [expr $clk_period * $clk_io_pct] -clock clk0 $non_clock_inputs
set_output_delay [expr $clk_period * $clk_io_pct] -clock clk0 [all_outputs]
### flow/design.v
`timescale 1 ns / 1 ps
`default_nettype none
module digital_edge_detector (
    input  wire          reset,
    input  wire          sampleclk,
    input  wire          signal_in,
    input  wire          clk_usb,
    input  wire  [7:0]   reg_cmd,        
    input  wire  [15:0]  reg_bytecount,  
    input  wire  [7:0]   reg_data_in,    
    output reg   [7:0]   reg_data_out,   
    input  wire          reg_read,       
    input  wire          reg_write,      
    output reg           triggered
);
    reg [1:0] fsm_state = 0;
    reg signal_in_r;
    reg [23:0] reg_holdoff_cycles = 24'd1000;
    reg [23:0] reg_counter = 24'd0;
    reg [7:0] reg_config;
    always @(posedge clk_usb) begin
        if (reg_write) begin
            case (reg_cmd)
                16: begin 
                    reg_config <= reg_data_in;  
                end
                17: begin 
                    reg_holdoff_cycles[reg_bytecount*8 +: 8] <= reg_data_in;  
                end
                default: ;
            endcase
        end
    end
    always @(*) begin
        if (reg_read) begin
            case (reg_cmd)
                16: reg_data_out <= reg_config;  
                17: reg_data_out <= reg_holdoff_cycles[reg_bytecount*8 +: 8];  
                default: reg_data_out <= 8'd0;
            endcase
        end
        else
            reg_data_out <= 8'd0;
    end
    always @(posedge sampleclk) begin
        signal_in_r <= signal_in;
        case (fsm_state)
            0: begin
                reg_counter <= 24'd0;
                case (reg_config[0])
                    0:
                        triggered = ~signal_in_r && signal_in;  
                    1:
                        triggered = signal_in_r && ~signal_in;  
                endcase
                if (reg_holdoff_cycles != 0 && triggered)
                    fsm_state <= 1;
            end
            1: begin
                triggered <= 0;
                if (reg_counter == reg_holdoff_cycles)
                    fsm_state <= 0;
                reg_counter <= reg_counter + 24'd1;
            end
            default: ;
        endcase
    end
endmodule
`default_nettype wire
==> results.py <==
# Generated from Yosys and OpenROAD reports
metrics = {
    "final_timing": {
        "max_slew_margin_pct": 47.7,
        "setup_repair_after_global_routing_missed_its_margin": "false",
        "count_of_endpoints_failing_setup_in_the_final_report": 0,
        "timing_max_transition_violations_final": 0,
        "tns_ps": 0,
        "clock_skew_ps": 5.76,
        "worst-slew-pin-transition_ps": 781,
        "finalHoldViolations": 0,
    },
    "synthesis": {
        "topCellsByArea": "edfxtp_1 (28%), dfxtp_1 (15%), xor2_1 (7.4%), mux2_2 (7.3%), xnor2_1 (5.4%)",
        "post_synth_instance_area_mm2": 0.00354,
        "yosys.area.top_type": "edfxtp_1",
        "ff_type": "edfxtp_1",
        "synth-warning-count": 1,
        "synthArstFlopShare_pct": 0,
        "syn_avg_cell_area_um2": 10.1,
        "synth-xor-area-share_pct": 12.8,
        "synth.top_cells.by_count": "nor2_1 (41), edfxtp_1 (33), xor2_1 (30)",
        "ys_seq_share_pct": 42.6,
        "yosys.cell_count.top_type": "nor2_1",
        "synth-seq-cells": 59,
        "logic_family": "simple AND/OR/NAND/NOR gates",
        "synth_largest_type_area_fraction_pct": 28.0,
        "edf_count": 33,
        "synth_compound_gate_area_share_pct": 9.11,
        "yosys.stat.chipArea_mm2": 0.00354,
        "post_synth_inst_count": 352,
        "synth_cell_types": 50,
        "yosysCellCount": 352,
        "simple_gate_share_pct": 21.6,
        "synthMuxAreaShare_pct": 10.4,
        "ys_sh_adder_pct": 0.706,
    },
    "grt": {
        "grt_use_met2_pct": 36.7,
        "maximum_number_of_pins_on_one_net_before_global_route_repair": 25,
        "grt_antenna_before_repair": 0,
        "groute.layer.met3.usage_pct": 6.09,
        "top_usage_layer": "met1",
        "global_route.usage.met1_pct": 38.5,
        "globalRouteOverflowTotal": 0,
        "first_global_vias": 2557,
        "overall_routing_resource_usage_pct": 24.0,
        "wire_length_of_the_first_global_routing_pass_um": 13100,
    },
    "setup_path": {
        "critical_path.n_buffers_inverters": 2,
        "worst_ep_arrival_time_ps": 4120,
        "worstReg2RegStart": "reg_counter[5]",
        "critical_path_fanouts_max": 9,
        "ff2ff_path_depth": 6,
        "setup.worst_path.end_class": "primary output",
        "cpMaxStageDelayCell": "or4b_2",
        "critPathTopFamily": "simple AND/OR/NAND/NOR gates",
        "critical_path.cell_chain": "clkdlybuf4s50_1, or4b_2, nor4_1, nor2b_1, a22oi_1, nor2b_1, clkdlybuf4s50_1",
        "worstReg2RegEnd": "reg_counter[19]",
        "worst-r2r-setup-slack_ps": 4130,
        "cp_data_required_time_ps": 5200,
        "setup.worst_path.class": "input port to primary output",
        "cpPeakStageDelay_ps": 650,
        "timing.critical_path.from_type": "input port",
    },
    "route": {
        "via_per_instance_ratio": 5.51,
        "routed_wire_length_per_instance_um": 16.3,
        "vias": 2714,
        "ant_nets": 0,
        "post-route-drc-count": 0,
        "drt_pre_antenna_iters": 4,
        "diodes": 0,
        "1st_iter_drt_viols": 107,
        "totalWireLength_um": 8030,
    },
    "hold_path": {
        "endpoint_with_the_worst_hold_slack": "reg_counter[0]",
        "timing.hold.worst_path_depth": 1,
        "hold_path.class": "flip-flop to flip-flop",
        "worstHoldStart": "reg_counter[0]",
    },
    "cells_and_area": {
        "finish.cell_count_without_fillers": 493,
        "post_route_cells_drive_above_1_share_pct": 11.3,
        "finish.utilization_pct": 61.4,
        "area_growth_syn_to_layout_pct": 18.2,
    },
    "clocking": {
        "worst_path_clk_slew_ps": 90,
        "cts_resized": 0,
        "post_cts_hold_buffers": 0,
        "cts_tree": "yes",
        "cts_num_sinks": 59,
        "post_cts_repair_timing_setup_buffer_count": 0,
    },
    "pwr": {
        "static-leakage-power_nw": 1.26,
        "worst_case_vdd_ir_drop_v": 0.000164,
        "power_per_cell_area_mw_per_mm2": 166,
    },
    "floorplanning": {
        "initCoreUtil_pct": 51.9,
        "std_cell_rows": 30,
        "core_area_mm2": 0.00683,
        "boundaryPins": 47,
        "chipHeight_um": 86.2,
        "die_x_um": 86.2,
        "dieArea_mm2": 0.00743,
    },
    "place": {
        "io_buffer_count": 44,
        "gp_routability_congestion": 0.914,
        "dpl.cell_count": 481,
        "post-dp-hpwl_um": 6000,
    },
    "job": {
        "warnings": 28,
        "maxCapViolCount": 0,
    },
    "run_status": {
        "run_status": "finished, final reports clean",
    },
}
## cell families after synthesis
| kind of cell | Yosys count |
|---|---|
| xor+xnor | 52 |
| fa+ha+maj | 2 |
| mux | 34 |
| compound gates | 41 |
| buf+inv | 23 |
| flops | 59 |
| simple gates | 141 |
## how the worst max path moves through the flow
stage / start / endpoint / slack [ps] / depth (start not counted)
6_report: reg_cmd[5] / reg_data_out[0] / 1080 / 7
5_1_grt: reg_cmd[5] / reg_data_out[3] / 940 / 7
4_1_cts: reg_cmd[5] / reg_data_out[0] / 1080 / 7
## power breakdown
part	switching (mW)	total, mW	internal (mW)
clock	0.117	0.235	0.117
sequential	0.00104	0.393	0.392
combinational	0.0329	0.0668	0.0339
total	0.151	0.694	0.543
## metal layers
| metal | vias up | share of wire [%] |
|---|---|---|
| met2 | 62 | 45 |
| met1 | 1274 | 49 |
| met4 | 0 | 0.42 |
| li1 | 1374 | - |
| met5 | - | 0 |
| met3 | 4 | 5.3 |
## cell type report
type,instances,area [um2]
Clock inverter,2,8.76
Tap cell,96,120
Sequential cell,59,1510
Multi-Input combinational cell,270,1940
Fill cell,592,2640
Clock buffer,10,118
Timing Repair Buffer,46,455
Inverter,10,37.5
## flip-flops by register name, summed over array words and instances (netlist names)
name	count
fsm_state	1
reg_config	8
reg_counter	24
reg_holdoff_cycles	24
signal_in_r	1
triggered	1
## through the flow
step | instance area [um2] | total power, mW | worst slack (ps) | hold WS, ps
global placement | 4070 | 0.467 | 1130 | 469
CTS | 4190 | 0.702 | 1080 | 498
detailed placement | 4070 | 0.468 | 1100 | 476
global route | 4190 | 0.721 | 943 | 535
floorplan | 3540 | 0.434 | 2410 | 448
finish | 4190 | 0.694 | 1080 | 495
## cells in the final DEF (no fill, tap or decap), types with 2 or more instances in the layout
cell type        instances
and3_1                   7
nand3_1                 11
mux2_2                  23
or3_1                    3
dfxtp_1                 26
buf_4                    2
nand2_1                 18
mux2i_1                 10
a22oi_1                  8
nor3_1                   8
a21oi_1                  5
o2111ai_1                2
clkbuf_8                 8
o2bb2ai_1                3
clkbuf_1                 2
nor4_1                  13
xnor2_1                 22
nor2b_1                 11
xor2_1                  30
nand4b_1                 2
o21ai_0                 12
inv_1                   10
nand4_1                 12
edfxtp_1                33
ha_1                     2
and2_1                   3
a2111oi_4                2
clkdlybuf4s50_1         44
nor2_1                  41
Power and IR drop assume default switching activity.
