### design/flow/run.sh
#!/bin/bash
# OpenROAD 26Q1-2900-gdf79404cd8, Yosys 0.63+post, stock flow scripts
make -C /OpenROAD-flow-scripts/flow DESIGN_CONFIG=/design/flow/config.mk WORK_HOME=/design/flow/orfs finish
### design/flow/config.mk
export PLATFORM = sky130hd
export DESIGN_NAME = uart
export DESIGN_NICKNAME = uart
export VERILOG_FILES = /design/flow/design.v
export SDC_FILE = /design/flow/constraint.sdc
export NUM_CORES = 4
export LEC_CHECK = 1
export CORE_UTILIZATION = 30
### design/flow/constraint.sdc
current_design uart

set clk_period 5.0
set clk_io_pct 0.2

create_clock -name clk0 -period $clk_period [get_ports {clk}]

set non_clock_inputs [all_inputs -no_clocks]
set_input_delay [expr $clk_period * $clk_io_pct] -clock clk0 $non_clock_inputs
set_output_delay [expr $clk_period * $clk_io_pct] -clock clk0 [all_outputs]
### design/flow/design.v
module uart
#(
    parameter DELAY_FRAMES = 234  
)
(
    input clk,
    input uart_rx,
    output uart_tx,
    output reg byte_ready,
    output reg [7:0] reg_data_in
);
localparam HALF_DELAY_WAIT = (DELAY_FRAMES / 2);
reg [3:0] rxState = 0;
reg [12:0] rxCounter = 0;
reg [2:0] rxBitNumber = 0;
localparam RX_STATE_IDLE = 0;
localparam RX_STATE_START_BIT = 1;
localparam RX_STATE_READ_WAIT = 2;
localparam RX_STATE_READ = 3;
localparam RX_STATE_STOP_BIT = 5;
always @(posedge clk) begin
    case (rxState)
        RX_STATE_IDLE: begin
            byte_ready <= 0;
            if (uart_rx == 0) begin
                rxState <= RX_STATE_START_BIT;
                rxCounter <= 13'd1;
                rxBitNumber <= 0;
            end
        end 
        RX_STATE_START_BIT: begin
            if (rxCounter == HALF_DELAY_WAIT) begin
                rxState <= RX_STATE_READ_WAIT;
                rxCounter <= 13'd1;
            end else 
                rxCounter <= rxCounter + 13'd1;
        end
        RX_STATE_READ_WAIT: begin
            rxCounter <= rxCounter + 13'd1;
            if ((rxCounter + 1) == DELAY_FRAMES) begin
                rxState <= RX_STATE_READ;
            end
        end
        RX_STATE_READ: begin
            rxCounter <= 13'd1;
            reg_data_in <= {uart_rx, reg_data_in[7:1]};
            rxBitNumber <= rxBitNumber + 13'd1;
            if (rxBitNumber == 3'b111)
                rxState <= RX_STATE_STOP_BIT;
            else
                rxState <= RX_STATE_READ_WAIT;
        end
        RX_STATE_STOP_BIT: begin
            rxCounter <= rxCounter + 13'd1;
            if ((rxCounter + 1) == DELAY_FRAMES) begin
                rxState <= RX_STATE_IDLE;
                rxCounter <= 13'd0;
                byte_ready <= 1;
            end
        end
    endcase
end
reg [3:0] txState = 0;
reg [24:0] txCounter = 0;
reg [7:0] dataOut = 0;
reg txPinRegister = 1;
reg [2:0] txBitNumber = 0;
reg [3:0] txByteCounter = 0;
assign uart_tx = txPinRegister;
localparam MEMORY_LENGTH = 12;
reg [7:0] testMemory [MEMORY_LENGTH-1:0];
initial begin
    testMemory[0] = "L";
    testMemory[1] = "u";
    testMemory[2] = "s";
    testMemory[3] = "h";
    testMemory[4] = "a";
    testMemory[5] = "y";
    testMemory[6] = " ";
    testMemory[7] = "L";
    testMemory[8] = "a";
    testMemory[9] = "b";
    testMemory[10] = "s";
    testMemory[11] = " ";
end
localparam TX_STATE_IDLE = 0;
localparam TX_STATE_START_BIT = 1;
localparam TX_STATE_WRITE = 2;
localparam TX_STATE_STOP_BIT = 3;
always @(posedge clk) begin
    case (txState)
        TX_STATE_IDLE: begin
        end 
        TX_STATE_START_BIT: begin
            txPinRegister <= 0;
            if ((txCounter + 1) == DELAY_FRAMES) begin
                txState <= TX_STATE_WRITE;
                dataOut <= testMemory[txByteCounter];
                txBitNumber <= 0;
                txCounter <= 0;
            end else 
                txCounter <= txCounter + 1;
        end
        TX_STATE_WRITE: begin
            txPinRegister <= dataOut[txBitNumber];
            if ((txCounter + 1) == DELAY_FRAMES) begin
                if (txBitNumber == 3'b111) begin
                    txState <= TX_STATE_STOP_BIT;
                end else begin
                    txState <= TX_STATE_WRITE;
                    txBitNumber <= txBitNumber + 1;
                end
                txCounter <= 0;
            end else 
                txCounter <= txCounter + 1;
        end
        TX_STATE_STOP_BIT: begin
            txPinRegister <= 1;
            if ((txCounter + 1) == DELAY_FRAMES) begin
                if (txByteCounter == MEMORY_LENGTH - 1) begin
                    txState <= TX_STATE_IDLE;
                end else begin
                    txByteCounter <= txByteCounter + 1;
                    txState <= TX_STATE_START_BIT;
                end
                txCounter <= 0;
            end else 
                txCounter <= txCounter + 1;
        end
    endcase      
end
endmodule
==> run_results.csv <==
group,metric,value,unit
timing,drv_slew,0,
job,tool_warnings,33,
synth,top_cells_by_area,"edfxtp_1 (53%), xnor2_1 (6.2%), ha_1 (4.7%)",
timing,setup_viol,0,
die,io_pins,12,
route,drt_iter0_drc,87,
grt,first_global_vias,2500,
status,status,"finished clean",
finish,drive_gt1_share,8.556,%
route,wl_per_cell,12.42,µm
synth,synth_top_cell_by_count,"edfxtp_1",
route,drc,0,
route,via_count,2557,
timing,worst_pin_slew,0.8022,ns
synth,yosysCellCount,355,
placement,finalWeightedCongestion,0.8696,
cts,h-tree-depth,3,
grt,grt_usage,11.33,%
timing,setup_tns,0,ns
die,die_w,116.9,µm
grt,grt_start_max_net_pins,28,
synth,edf_count,70,
critical_path,crit_required,4.96,ns
synth,yosysTopAreaCell,"edfxtp_1",
synth,synthCells,355,
grt,overflow,0,
route,routed_via_density,4.683,
placement,place.port_buffers,11,
die,initCoreUtil,31.11,%
synth,ys_top_cells_by_count,"edfxtp_1 (70), nor2_1 (40), xnor2_1 (28)",
die,fp.dieH,116.9,µm
critical_path,start_kind,"flop",
job,cap_violations,0,
placement,placedCellCount,530,
die,placement_rows,41,
finish,area_growth,14.76,%
cts,clock-sinks,70,
pwr,leakagePower,1.597,nW
cts,root_buffer,"clkbuf_16",
synth,ys_warn_count,1,
critical_path,cpPeakStageDelay,0.53,ns
synth,synth.top_cell.area_share,53.11,%
min_path,hold_path.class,"flop to flop",
timing,fin_crit,3.145,ns
timing,fmax,318.0,MHz
timing,rsz0062_at_grt,"no",
route,final_antenna_net_count,0,
route,routed_wl,6781,µm
timing,fin_crit_sh,62.90,%
critical_path,crit_type,"flop to flop",
synth,async_flop_share,0,%
synth,numSynthFlops,70,
route,n_antenna_cell,0,
finish,fin_util,35.70,%
die,core,12720,µm²
timing,skew,0.005501,ns
die,die_area,13660,µm²
cts,clk_pin_slew,0.05,ns
critical_path,worstPathArrival,3.11,ns
grt,grt_pass1_wl,11820,µm
synth,yosysChipArea,3958,µm²
placement,hpwl,4659,µm
synth,synth_seq_share,53.11,%
synth,synth_cell_types,53,
synth,syn_area,3958,µm²
cts,cts_resized,0,
pwr,p_per_area,412.6,nW/µm²
cts,clockBufferDepth,2,
finish,fin_cells,546,
pwr,vdd_drop_max,0.4345,mV
critical_path,worst-path-max-fanout,8,
cts,cts_tree,"done",
route,firstDrtPassIters,4,
critical_path,worstPathCellList,"ha_1, nand4_2, nor3_1, nand4b_1, o311ai_0, nand3_1, or3_4, nor2_1",
synth,avgSynthCellArea,11.15,µm²
critical_path,cp_slowest_cell,"nor3_1",
cts,clk_latency,0.33,ns
timing,slew_headroom,46.11,%
cts,postCtsHoldBufs,0,
grt,antenna_found_initial,0,
timing,hold_viol,0,
cts,postCtsSetupBuffers,0,
synth,flop_cell,"edfxtp_1",
cts,cts-buffers-inserted,9,
critical_path,worstSetupEndpointType,"flop",
-- power by group --
group          total, mW  switching [mW]  leakage, nW  internal (mW)
combinational      0.345           0.186        0.689          0.159
sequential         0.911           0.112        0.766          0.799
clock              0.617           0.235        0.143          0.382
-- worst paths after layout --
path,cells after the start,endpoint,slack [ns],start
hold / removal,0,reg_data_in[0],0.45,reg_data_in[1]
setup reg to reg,8,dataOut[6],1.85,txCounter[0]
setup / recovery,8,dataOut[6],1.85,txCounter[0]
hold reg to reg,0,reg_data_in[0],0.45,reg_data_in[1]
-- cells in the final DEF, fill, tap and decap left out, types with 3 or more instances in the layout --
cell type	synthesis	final
a211oi_1	3	3
a21oi_1	11	11
and2_1	7	7
and3_1	3	3
clkbuf_16	0	9
clkdlybuf4s50_1	0	11
clkinv_2	0	3
edfxtp_1	70	70
ha_1	15	15
inv_1	15	15
mux2i_1	3	3
nand2_1	27	27
nand2b_1	5	5
nand3_1	24	24
nand4_1	8	8
nand4b_1	4	4
nor2_1	40	40
nor2b_1	7	7
nor3_1	10	10
nor4_1	8	8
o21ai_0	7	7
o31ai_1	3	3
or2_2	3	3
xnor2_1	28	28
xor2_1	12	12
-- stage by stage --
stage / power, mW / setup WS [ns] / hold slack, ns / area [µm²]
final: 1.874 / 1.855 / 0.4498 / 4542
after global routing: 1.985 / 1.556 / 0.4599 / 4542
after CTS: 1.895 / 1.851 / 0.4560 / 4542
after detailed placement: 1.267 / 1.875 / 0.4375 / 4252
after global placement: 1.262 / 1.971 / 0.4412 / 4252
after floorplan: 1.138 / 2.187 / 0.4003 / 3958
-- sequential cells by signal (all words and copies together) (netlist names) --
| name | count |
|---|---|
| txPinRegister | 1 |
| byte_ready | 1 |
| reg_data_in | 8 |
| txCounter | 25 |
| dataOut | 7 |
| rxCounter | 13 |
| rxBitNumber | 3 |
| rxState | 3 |
| txByteCounter | 4 |
| txBitNumber | 3 |
| txState | 2 |
-- critical path: cells and delay by family (launching register included) --
kind,cells,cell delay [ns]
compound gates,1,0.13
flops,1,0.43
simple gates,6,1.94
fa+ha+maj,1,0.29
-- routing by layer --
layer | up-vias | wire (µm) | GRT usage [%]
li1 | 1329 | - | -
met1 | 1179 | 3453 | 18.80
met2 | 42 | 2903 | 16.21
met3 | 7 | 334 | 2.779
met4 | 0 | 90 | 1.435
met5 | - | 0 | 0
-- cell type report --
| class | instances | area, µm² |
|---|---|---|
| multi-input cells | 261 | 1760 |
| inverters | 15 | 56.30 |
| clock buffers | 9 | 225.2 |
| fillers | 1261 | 8180 |
| clock inverters | 7 | 65.06 |
| repair buffers | 12 | 117.6 |
| flip-flops and latches | 70 | 2102 |
| well taps | 172 | 215.2 |
-- cells by family (layout without fill, tap and decap cells) --
group	count (synthesis)	count (layout)	synth area share [%]
DFF	70	70	53.11
adders and majority gates	15	15	4.742
and+or+nand+nor	163	163	22.89
buffers and inverters	24	43	2.403
AOI/OAI and AO/OA	38	38	6.386
muxes	5	5	1.612
xor gates and xnor gates	40	40	8.852
Power and IR drop assume default switching activity.
