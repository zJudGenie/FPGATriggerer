<file path="config.mk">
export PLATFORM = sky130hd
export DESIGN_NAME = delay_module
export DESIGN_NICKNAME = delay_module
export VERILOG_FILES = /design/flow/design.v
export SDC_FILE = /design/flow/constraint.sdc
export NUM_CORES = 4
export LEC_CHECK = 1
export CORE_UTILIZATION = 30
</file>
<file path="constraint.sdc">
current_design delay_module

set clk_period 5.3
set clk_io_pct 0.2

create_clock -name clk0 -period $clk_period [get_ports {clk_usb}]
create_clock -name clk1 -period $clk_period [get_ports {timerclk}]

set non_clock_inputs [all_inputs -no_clocks]
set_input_delay [expr $clk_period * $clk_io_pct] -clock clk0 $non_clock_inputs
set_output_delay [expr $clk_period * $clk_io_pct] -clock clk0 [all_outputs]
</file>
<file path="run.sh">
#!/bin/bash
# OpenROAD 26Q1-2900-gdf79404cd8, Yosys 0.63+post, stock flow scripts
make -C /OpenROAD-flow-scripts/flow DESIGN_CONFIG=/design/flow/config.mk WORK_HOME=/design/flow/orfs finish
</file>
<file path="design.v">
`timescale 1 ns / 1 ps
`default_nettype none
module delay_module (
    input  wire          reset,
    input  wire          timerclk,
    input  wire          trigger_in,
    input  wire          clk_usb,
    input  wire  [7:0]   reg_cmd,        
    input  wire  [15:0]  reg_bytecount,  
    input  wire  [7:0]   reg_data_in,    
    output reg   [7:0]   reg_data_out,   
    input  wire          reg_read,       
    input  wire          reg_write,      
    output wire          trigger
);
    reg [2:0] fsm_state = 0;
    reg triggered   = 0;
    reg armed       = 0;
    reg [23:0] reg_delay_cycles;
    reg [23:0] reg_counter = 24'd1;
    always @(posedge clk_usb) begin
        if (reg_write) begin
            case (reg_cmd)
                8: begin 
                    reg_delay_cycles[reg_bytecount*8 +: 8] <= reg_data_in;  
                end
                9: begin 
                    armed <= reg_data_in[0];
                end
                default: ;
            endcase
        end
    end
    always @(*) begin
        if (reg_read) begin
            case (reg_cmd)
                8: reg_data_out <= reg_delay_cycles[reg_bytecount*8 +: 8];  
                default: reg_data_out <= 8'd0;
            endcase
        end
        else
            reg_data_out <= 8'd0;
    end
    always @(posedge timerclk) begin
        case (fsm_state)
            0: begin
                triggered   <= 0;
                reg_counter <= 24'd1;
                if (armed)
                    fsm_state <= 1;
            end
            1: begin
                if (trigger_in)
                    fsm_state <= 2;
            end
            2: begin
                if (reg_counter == reg_delay_cycles) begin
                    fsm_state <= 3;
                end
                reg_counter <= reg_counter + 24'd1;
            end
            3: begin
                triggered <= 1;
                fsm_state <= 0;
            end
            default: ;
        endcase
    end
    assign trigger = triggered;
endmodule
`default_nettype wire
</file>
==> run summary <==
The implementation run finished. The flow ran to the end, and the final reports show no timing, DRC or antenna violations. Synthesis inferred 52 register bits. Per the OpenROAD floorplan log, the width of the die is 110 um. Total die size landed at 0.0120 mm^2. Number of buffers inserted by port buffering landed at 44. Wire length of the first global-routing pass landed at 12400 um. Summed over all nets, wire length on met3 after detailed routing comes to 419 um. Across all hold checks on the routed design, the worst slack comes to 0.627 ns. Mean area per synthesized cell landed at 11.2 um^2. TritonCTS reports the number of clock sinks as 52. The script extracted a total leakage power of 1.33 nW. Final count of negative-setup-slack endpoints landed at 0. The pin closest to its max-slew limit shows a slew of 0.746 ns. Number of vias after detailed routing landed at 2491.

Routed via count divided by cell count landed at 4.98. Per the placement report, the placed cell count is 492. Global routing usage summed across all routing layers landed at 0.140. The logs give a warning total of 30. Worst clock skew landed at 0.00400 ns.

Setup repair after global routing left no endpoint under its margin. Count of hold-fix buffers inserted at cts landed at 0. In the hold timing report, the worst path depth is 1. The script computed a power per unit cell area of 362 mW/mm^2.

Initial antenna violation count landed at 0. Post-cts sizing count landed at 0. Total count of hold-check failures in the final report landed at 0.

Required arrival time at the worst endpoint landed at 5.31 ns. The final layout contains routed wiring with a total length of 7550 um. The min-delay analysis places its worst path in the category reg -> reg. STA classifies the critical path startpoint as an input port. Ranked by total cell area, the synthesized netlist is headed by sky130_fd_sc_hd__edfxtp_1 (45%), sky130_fd_sc_hd__xnor2_1 (8.3%), sky130_fd_sc_hd__xor2_1 (4.0%), sky130_fd_sc_hd__mux2_2 (3.6%), sky130_fd_sc_hd__mux2_4 (3.5%).

After detailed routing, no signal wire sits above met4. After synthesis the cells add up to 0.00348 mm^2. Share of cells above drive strength 1 landed at 0.114. Largest net degree at the start of global routing landed at 27. Per the timing report, the biggest fanout along the worst path comes to 8. Arrival time at the worst endpoint landed at 4.21 ns. Yosys reports a chip area of 0.00348 mm^2. STA classifies the critical path endpoint as a register. Final HPWL from detailed placement landed at 5670 um. The tool flagged a number of max-cap violations equal to 0.

Routability-driven placement finished with a final weighted congestion of 0.804. Count of inserted antenna diode cells landed at 0. Violation count after the first detailed-routing iteration landed at 130. Number of synthesized flops with an enable pin landed at 52.

In the CTS report, the clock slew at the register clock pins of the worst setup and hold paths is listed as 0.06 ns. The final layout reports a setup TNS of 0 ns. The cell type that accounts for the most area after synthesis is sky130_fd_sc_hd__edfxtp_1. The detailed router put a total of 3720 um of wire on met1.

Residual antenna-violating net count after detailed routing landed at 0. During I/O placement, the number of pins put on the boundary was 47. Floorplan row count landed at 38. The die is 110 um tall. Logic depth along the worst register-to-register path is recorded as 7. Per the detail_route report, DRC violations left total 0. Final tally of max-slew violations landed at 0.

The number of global-route vias before repair was 2432. Number of setup buffers added after CTS landed at 0. The synthesis report names the predominant flop master as sky130_fd_sc_hd__edfxtp_1. Total power after layout landed at 1.54 mW. Fraction of the core area occupied by cells at floorplan landed at 0.314. From synthesis to final layout, the design area changed by 22.2%. Utilization after layout landed at 0.384. Top cell type's share of synthesized area landed at 0.449. Warnings reported by Yosys during synthesis add up to 1. The worst VDD IR drop from the latest analysis is 215 uV. TritonCTS built the clock tree.

In the synthesized netlist, the number of instances is 311. Core footprint landed at 0.0111 mm^2. Tally of non-filler cells in the final layout landed at 500.

Headroom to the max-slew limit landed at 0.503. Number of search-and-repair iterations in the first detailed-routing pass landed at 4. In the layout the commonest cells are sky130_fd_sc_hd__edfxtp_1 (52), sky130_fd_sc_hd__clkdlybuf4s50_1 (44), sky130_fd_sc_hd__xnor2_1 (33), sky130_fd_sc_hd__nor2_1 (29), sky130_fd_sc_hd__and2_1 (19). Number of distinct library cell variants in the gate-level netlist after synthesis landed at 47. Of the synthesized area, sequential elements account for 0.449. The synthesis report gives the async set-or-reset register share as 0. For reference, the most critical setup path is categorized as in -> reg. Leaving out fill and tap cells, the most frequent cell in the layout is sky130_fd_sc_hd__edfxtp_1. Global routing finished with a remaining overflow of 0. Routed wirelength normalized by instance count landed at 15.1 um. In the Yosys report the total cell count is 311. In the detailed route, the total length drawn on met2 is 3360 um.
critical path, cell delays in order:
cell                              delay (ns)
sky130_fd_sc_hd__clkdlybuf4s50_1        0.50
sky130_fd_sc_hd__inv_1                  0.07
sky130_fd_sc_hd__ha_1                   0.29
sky130_fd_sc_hd__or3b_2                 0.49
sky130_fd_sc_hd__o32a_1                 0.16
sky130_fd_sc_hd__a31oi_1                0.20
sky130_fd_sc_hd__a31oi_1                0.12
sky130_fd_sc_hd__a2111oi_4              0.39
sky130_fd_sc_hd__and3_1                 0.59
sky130_fd_sc_hd__mux2_4                 0.35
cell families after synthesis:
kind of cell / synth area share
AND/OR/NAND/NOR: 0.209
adder cells (fa/ha/maj): 0.0216
XOR/XNOR: 0.123
AND-OR/OR-AND: 0.0673
flip-flops: 0.449
buffers and inverters: 0.0173
multiplexers: 0.112
area by class of cell:
type,instances,area [um^2]
inverters,8,30.0
well taps,140,175
clock inverters,1,8.76
repair buffers,47,463
multi-input cells,245,1860
flip-flops and latches,52,1560
clock buffers,7,154
fillers,1082,6830
Yosys cell counts (2+ instances only):
master and number:
sky130_fd_sc_hd__mux2_4 8, sky130_fd_sc_hd__mux2i_1 9, sky130_fd_sc_hd__o21ai_0 6, sky130_fd_sc_hd__mux2_2 11, sky130_fd_sc_hd__nor2_1 30, sky130_fd_sc_hd__nand3_1 10, sky130_fd_sc_hd__clkbuf_1 4, sky130_fd_sc_hd__or4_1 2
sky130_fd_sc_hd__nand2_2 2, sky130_fd_sc_hd__inv_1 8, sky130_fd_sc_hd__ha_1 6, sky130_fd_sc_hd__xnor2_1 33, sky130_fd_sc_hd__nor3_1 6, sky130_fd_sc_hd__a21oi_1 9, sky130_fd_sc_hd__and3_1 7, sky130_fd_sc_hd__a31oi_1 3
sky130_fd_sc_hd__and4_1 3, sky130_fd_sc_hd__a21boi_0 5, sky130_fd_sc_hd__nand4_1 11, sky130_fd_sc_hd__nor4_1 6, sky130_fd_sc_hd__xor2_1 16, sky130_fd_sc_hd__mux2_1 5, sky130_fd_sc_hd__nand4b_1 2, sky130_fd_sc_hd__or3_1 5
sky130_fd_sc_hd__and2_1 19, sky130_fd_sc_hd__edfxtp_1 52, sky130_fd_sc_hd__nand2_1 13
stage by stage:
| step | instance area [um^2] | setup WS, ns |
|---|---|---|
| detailed placement | 4090 | 0.834 |
| floorplan | 3480 | 1.37 |
| CTS | 4250 | 1.04 |
| global placement | 4090 | 0.869 |
| finish | 4250 | 1.10 |
| global route | 4250 | 0.935 |
metal layers:
layer	global-route usage	vias up
met5	0	-
met1	0.220	1190
met3	0.0350	4
met4	0.00667	0
met2	0.215	50
li1	-	1247
sequential cells by signal, indices dropped and copies added, names as in the netlist:
| name | flops |
|---|---|
| reg_counter | 24 |
| fsm_state | 2 |
| triggered | 1 |
| reg_delay_cycles | 24 |
| armed | 1 |
final timing paths:
| check | from | endpoint | slack [ns] |
|---|---|---|---|
| setup / recovery | reg_bytecount[0] | reg_delay_cycles[7]$_DFFE_PP_ | 1.10 |
| hold / removal | reg_delay_cycles[23]$_DFFE_PP_ | reg_delay_cycles[23]$_DFFE_PP_ | 0.63 |
| setup reg to reg | fsm_state[0]$_DFFE_PP_ | fsm_state[0]$_DFFE_PP_ | 2.61 |
| hold reg to reg | reg_delay_cycles[23]$_DFFE_PP_ | reg_delay_cycles[23]$_DFFE_PP_ | 0.63 |
| max in group clk1 | fsm_state[0]$_DFFE_PP_ | fsm_state[0]$_DFFE_PP_ | 2.61 |
| min in group clk1 | fsm_state[0]$_DFFE_PP_ | triggered$_DFFE_PP_ | 0.66 |
where the power goes:
part	internal, mW	leakage, nW	switching [mW]
logic	0.203	0.830	0.217
clock network	0.207	0.0797	0.136
registers	0.628	0.415	0.149
total	1.04	1.33	0.502
Power and IR drop assume default switching activity.
